==> design.v <==
`timescale 1ns / 1ps
module Block(CounterX,CounterY,obj_R,obj_G,obj_B,clk,check,var1,check1,check2,check3,check4,Oncollision,CheckPositionY,reset);
input [9:0] CounterX;
input [8:0] CounterY;
input [24:0]clk;
input check1,check2,check3,check4,reset;
input [8:0]var1;
output reg obj_R,obj_G,obj_B,check,Oncollision,CheckPositionY;
integer Position;
always @ (posedge clk[17]  )
begin
 if(!reset)
	begin
   Position<=0;
	CheckPositionY <= 0;
	end	
else if (Position == 480) begin
		Position <= 0;
		CheckPositionY <= 1;
		end
else if(Position>=300 && Position < 470)begin
		Oncollision <= 1;	 
		Position <= Position + 3;
	end	
else  begin
		Oncollision <= 0; 
		Position <= Position + 3;
		CheckPositionY <= 0;
end		
end
		wire Obs = check1 && (((CounterX>=113+0) && (CounterX <= 161+0) && (CounterY >= 302+Position-250) && (CounterY <= 318+Position-250) 
		              || (CounterX>=109+0) && (CounterX <= 113+0) && (CounterY >= 290+Position-250) && (CounterY <= 318+Position-250) 
		              || (CounterX>=161+0) && (CounterX <= 165+0) && (CounterY >= 290+Position-250) && (CounterY <= 318+Position-250) 
		              || (CounterX>=113+0) && (CounterX <= 161+0) && (CounterY >= 282+Position-250) && (CounterY <= 290+Position-250) 
		              || (CounterX>=93+0)  && (CounterX <= 109+0) && (CounterY >= 298+Position-250) && (CounterY <= 306+Position-250) 
		              || (CounterX>=97+0)  && (CounterX <= 109+0) && (CounterY >= 306+Position-250) && (CounterY <= 310+Position-250) 
		              || (CounterX>=101+0) && (CounterX <= 109+0) && (CounterY >= 310+Position-250) && (CounterY <= 314+Position-250) 
		              || (CounterX>=105+0) && (CounterX <= 109+0) && (CounterY >= 314+Position-250) && (CounterY <= 318+Position-250) 
		              || (CounterX>=165+0) && (CounterX <= 181+0) && (CounterY >= 298+Position-250) && (CounterY <= 306+Position-250) 
		              || (CounterX>=165+0) && (CounterX <= 177+0) && (CounterY >= 306+Position-250) && (CounterY <= 310+Position-250) 
		              || (CounterX>=165+0) && (CounterX <= 173+0) && (CounterY >= 310+Position-250) && (CounterY <= 314+Position-250) 
		              || (CounterX>=165+0) && (CounterX <= 169+0) && (CounterY >= 314+Position-250) && (CounterY <= 318+Position-250) 
		              || (CounterX>=105+0) && (CounterX <= 109+0) && (CounterY >= 294+Position-250) && (CounterY <= 298+Position-250) 
		              || (CounterX>=165+0) && (CounterX <= 169+0) && (CounterY >= 314+Position-250) && (CounterY <= 318+Position-250)
		              || (CounterX>=113+0) && (CounterX <= 117+0) && (CounterY >= 298+Position-250) && (CounterY <= 302+Position-250)  
		              || (CounterX>=157+0) && (CounterX <= 161+0) && (CounterY >= 298+Position-250) && (CounterY <= 302+Position-250) 
		              || (CounterX>=117+0) && (CounterX <= 157+0) && (CounterY >= 290+Position-250) && (CounterY <= 294+Position-250) 
		              || (CounterX>=117+0) && (CounterX <= 121+0) && (CounterY >= 274+Position-250) && (CounterY <= 282+Position-250) 
		              || (CounterX>=153+0) && (CounterX <= 157+0) && (CounterY >= 274+Position-250) && (CounterY <= 282+Position-250)
		              || (CounterX>=121+0) && (CounterX <= 125+0) && (CounterY >= 266+Position-250) && (CounterY <= 274+Position-250)
		              || (CounterX>=149+0) && (CounterX <= 153+0) && (CounterY >= 266+Position-250) && (CounterY <= 274+Position-250)
		              || (CounterX>=125+0) && (CounterX <= 149+0) && (CounterY >= 262+Position-250) && (CounterY <= 270+Position-250)
		              || (CounterX>=129+0) && (CounterX <= 145+0) && (CounterY >= 254+Position-250) && (CounterY <= 262+Position-250)
		            || (CounterX>=133+0) && (CounterX <= 141+0) && (CounterY >= 250+Position-250) && (CounterY <= 254+Position-250)));
		wire Obs1 = check2 && (((CounterX>=113+125) && (CounterX <= 161+125) && (CounterY >= 302+Position-250) && (CounterY <= 318+Position-250) 
		              || (CounterX>=109+125) && (CounterX <= 113+125) && (CounterY >= 290+Position-250) && (CounterY <= 318+Position-250) 
		              || (CounterX>=161+125) && (CounterX <= 165+125) && (CounterY >= 290+Position-250) && (CounterY <= 318+Position-250) 
		              || (CounterX>=113+125) && (CounterX <= 161+125) && (CounterY >= 282+Position-250) && (CounterY <= 290+Position-250) 
		              || (CounterX>=93+125)  && (CounterX <= 109+125) && (CounterY >= 298+Position-250) && (CounterY <= 306+Position-250) 
		              || (CounterX>=97+125)  && (CounterX <= 109+125) && (CounterY >= 306+Position-250) && (CounterY <= 310+Position-250) 
		              || (CounterX>=101+125) && (CounterX <= 109+125) && (CounterY >= 310+Position-250) && (CounterY <= 314+Position-250) 
		              || (CounterX>=105+125) && (CounterX <= 109+125) && (CounterY >= 314+Position-250) && (CounterY <= 318+Position-250) 
		              || (CounterX>=165+125) && (CounterX <= 181+125) && (CounterY >= 298+Position-250) && (CounterY <= 306+Position-250) 
		              || (CounterX>=165+125) && (CounterX <= 177+125) && (CounterY >= 306+Position-250) && (CounterY <= 310+Position-250) 
		              || (CounterX>=165+125) && (CounterX <= 173+125) && (CounterY >= 310+Position-250) && (CounterY <= 314+Position-250) 
		              || (CounterX>=165+125) && (CounterX <= 169+125) && (CounterY >= 314+Position-250) && (CounterY <= 318+Position-250) 
		              || (CounterX>=105+125) && (CounterX <= 109+125) && (CounterY >= 294+Position-250) && (CounterY <= 298+Position-250) 
		              || (CounterX>=165+125) && (CounterX <= 169+125) && (CounterY >= 314+Position-250) && (CounterY <= 318+Position-250)
		              || (CounterX>=113+125) && (CounterX <= 117+125) && (CounterY >= 298+Position-250) && (CounterY <= 302+Position-250)  
		              || (CounterX>=157+125) && (CounterX <= 161+125) && (CounterY >= 298+Position-250) && (CounterY <= 302+Position-250) 
		              || (CounterX>=117+125) && (CounterX <= 157+125) && (CounterY >= 290+Position-250) && (CounterY <= 294+Position-250) 
		              || (CounterX>=117+125) && (CounterX <= 121+125) && (CounterY >= 274+Position-250) && (CounterY <= 282+Position-250) 
		              || (CounterX>=153+125) && (CounterX <= 157+125) && (CounterY >= 274+Position-250) && (CounterY <= 282+Position-250)
		              || (CounterX>=121+125) && (CounterX <= 125+125) && (CounterY >= 266+Position-250) && (CounterY <= 274+Position-250)
		              || (CounterX>=149+125) && (CounterX <= 153+125) && (CounterY >= 266+Position-250) && (CounterY <= 274+Position-250)
		              || (CounterX>=125+125) && (CounterX <= 149+125) && (CounterY >= 262+Position-250) && (CounterY <= 270+Position-250)
		              || (CounterX>=129+125) && (CounterX <= 145+125) && (CounterY >= 254+Position-250) && (CounterY <= 262+Position-250)
		            || (CounterX>=133+125) && (CounterX <= 141+125) && (CounterY >= 250+Position-250) && (CounterY <= 254+Position-250)));
		wire Obs2 = check3 && (((CounterX>=113+240) && (CounterX <= 161+240) && (CounterY >= 302+Position-250) && (CounterY <= 318+Position-250) 
		              || (CounterX>=109+240) && (CounterX <= 113+240) && (CounterY >= 290+Position-250) && (CounterY <= 318+Position-250) 
		              || (CounterX>=161+240) && (CounterX <= 165+240) && (CounterY >= 290+Position-250) && (CounterY <= 318+Position-250) 
		              || (CounterX>=113+240) && (CounterX <= 161+240) && (CounterY >= 282+Position-250) && (CounterY <= 290+Position-250) 
		              || (CounterX>=93+240)  && (CounterX <= 109+240) && (CounterY >= 298+Position-250) && (CounterY <= 306+Position-250) 
		              || (CounterX>=97+240)  && (CounterX <= 109+240) && (CounterY >= 306+Position-250) && (CounterY <= 310+Position-250) 
		              || (CounterX>=101+240) && (CounterX <= 109+240) && (CounterY >= 310+Position-250) && (CounterY <= 314+Position-250) 
		              || (CounterX>=105+240) && (CounterX <= 109+240) && (CounterY >= 314+Position-250) && (CounterY <= 318+Position-250) 
		              || (CounterX>=165+240) && (CounterX <= 181+240) && (CounterY >= 298+Position-250) && (CounterY <= 306+Position-250) 
		              || (CounterX>=165+240) && (CounterX <= 177+240) && (CounterY >= 306+Position-250) && (CounterY <= 310+Position-250) 
		              || (CounterX>=165+240) && (CounterX <= 173+240) && (CounterY >= 310+Position-250) && (CounterY <= 314+Position-250) 
		              || (CounterX>=165+240) && (CounterX <= 169+240) && (CounterY >= 314+Position-250) && (CounterY <= 318+Position-250) 
		              || (CounterX>=105+240) && (CounterX <= 109+240) && (CounterY >= 294+Position-250) && (CounterY <= 298+Position-250) 
		              || (CounterX>=165+240) && (CounterX <= 169+240) && (CounterY >= 314+Position-250) && (CounterY <= 318+Position-250)
		              || (CounterX>=113+240) && (CounterX <= 117+240) && (CounterY >= 298+Position-250) && (CounterY <= 302+Position-250)  
		              || (CounterX>=157+240) && (CounterX <= 161+240) && (CounterY >= 298+Position-250) && (CounterY <= 302+Position-250) 
		              || (CounterX>=117+240) && (CounterX <= 157+240) && (CounterY >= 290+Position-250) && (CounterY <= 294+Position-250) 
		              || (CounterX>=117+240) && (CounterX <= 121+240) && (CounterY >= 274+Position-250) && (CounterY <= 282+Position-250) 
		              || (CounterX>=153+240) && (CounterX <= 157+240) && (CounterY >= 274+Position-250) && (CounterY <= 282+Position-250)
		              || (CounterX>=121+240) && (CounterX <= 125+240) && (CounterY >= 266+Position-250) && (CounterY <= 274+Position-250)
		              || (CounterX>=149+240) && (CounterX <= 153+240) && (CounterY >= 266+Position-250) && (CounterY <= 274+Position-250)
		              || (CounterX>=125+240) && (CounterX <= 149+240) && (CounterY >= 262+Position-250) && (CounterY <= 270+Position-250)
		              || (CounterX>=129+240) && (CounterX <= 145+240) && (CounterY >= 254+Position-250) && (CounterY <= 262+Position-250)
		            || (CounterX>=133+240) && (CounterX <= 141+240) && (CounterY >= 250+Position-250) && (CounterY <= 254+Position-250)));				
		wire Obs3 = check4 && (((CounterX>=113+365) && (CounterX <= 161+365) && (CounterY >= 302+Position-250) && (CounterY <= 318+Position-250) 
		              || (CounterX>=109+365) && (CounterX <= 113+365) && (CounterY >= 290+Position-250) && (CounterY <= 318+Position-250) 
		              || (CounterX>=161+365) && (CounterX <= 165+365) && (CounterY >= 290+Position-250) && (CounterY <= 318+Position-250) 
		              || (CounterX>=113+365) && (CounterX <= 161+365) && (CounterY >= 282+Position-250) && (CounterY <= 290+Position-250) 
		              || (CounterX>=93+365)  && (CounterX <= 109+365) && (CounterY >= 298+Position-250) && (CounterY <= 306+Position-250) 
		              || (CounterX>=97+365)  && (CounterX <= 109+365) && (CounterY >= 306+Position-250) && (CounterY <= 310+Position-250) 
		              || (CounterX>=101+365) && (CounterX <= 109+365) && (CounterY >= 310+Position-250) && (CounterY <= 314+Position-250) 
		              || (CounterX>=105+365) && (CounterX <= 109+365) && (CounterY >= 314+Position-250) && (CounterY <= 318+Position-250) 
		              || (CounterX>=165+365) && (CounterX <= 181+365) && (CounterY >= 298+Position-250) && (CounterY <= 306+Position-250) 
		              || (CounterX>=165+365) && (CounterX <= 177+365) && (CounterY >= 306+Position-250) && (CounterY <= 310+Position-250) 
		              || (CounterX>=165+365) && (CounterX <= 173+365) && (CounterY >= 310+Position-250) && (CounterY <= 314+Position-250) 
		              || (CounterX>=165+365) && (CounterX <= 169+365) && (CounterY >= 314+Position-250) && (CounterY <= 318+Position-250) 
		              || (CounterX>=105+365) && (CounterX <= 109+365) && (CounterY >= 294+Position-250) && (CounterY <= 298+Position-250) 
		              || (CounterX>=165+365) && (CounterX <= 169+365) && (CounterY >= 314+Position-250) && (CounterY <= 318+Position-250)
		              || (CounterX>=113+365) && (CounterX <= 117+365) && (CounterY >= 298+Position-250) && (CounterY <= 302+Position-250)  
		              || (CounterX>=157+365) && (CounterX <= 161+365) && (CounterY >= 298+Position-250) && (CounterY <= 302+Position-250) 
		              || (CounterX>=117+365) && (CounterX <= 157+365) && (CounterY >= 290+Position-250) && (CounterY <= 294+Position-250) 
		              || (CounterX>=117+365) && (CounterX <= 121+365) && (CounterY >= 274+Position-250) && (CounterY <= 282+Position-250) 
		              || (CounterX>=153+365) && (CounterX <= 157+365) && (CounterY >= 274+Position-250) && (CounterY <= 282+Position-250)
		              || (CounterX>=121+365) && (CounterX <= 125+365) && (CounterY >= 266+Position-250) && (CounterY <= 274+Position-250)
		              || (CounterX>=149+365) && (CounterX <= 153+365) && (CounterY >= 266+Position-250) && (CounterY <= 274+Position-250)
		              || (CounterX>=125+365) && (CounterX <= 149+365) && (CounterY >= 262+Position-250) && (CounterY <= 270+Position-250)
		              || (CounterX>=129+365) && (CounterX <= 145+365) && (CounterY >= 254+Position-250) && (CounterY <= 262+Position-250)
		              || (CounterX>=133+365) && (CounterX <= 141+365) && (CounterY >= 250+Position-250) && (CounterY <= 254+Position-250)));				
always @(clk)
begin 
		obj_R = Obs2 | Obs | Obs1 | Obs3;
		obj_G = 0;
		obj_B = 0 ;
		check= obj_R|obj_G|obj_B;
end
endmodule
==> run.sh <==
#!/bin/bash
# OpenROAD 26Q1-2900-gdf79404cd8, Yosys 0.63+post, stock flow scripts
make -C /OpenROAD-flow-scripts/flow DESIGN_CONFIG=/design/flow/config.mk WORK_HOME=/design/flow/orfs finish
==> config.mk <==
export PLATFORM = sky130hd
export DESIGN_NAME = Block
export DESIGN_NICKNAME = Block
export VERILOG_FILES = /design/flow/design.v
export SDC_FILE = /design/flow/constraint.sdc
export NUM_CORES = 4
export LEC_CHECK = 1
export CORE_UTILIZATION = 40
==> constraint.sdc <==
current_design Block

set clk_period 9.8
set clk_io_pct 0.2

create_clock -name clk0 -period $clk_period [get_ports {clk}]

set non_clock_inputs [all_inputs -no_clocks]
set_input_delay [expr $clk_period * $clk_io_pct] -clock clk0 $non_clock_inputs
set_output_delay [expr $clk_period * $clk_io_pct] -clock clk0 [all_outputs]
==> results_dict.tcl <==
# collected from the flow reports
set metrics [dict create \
    synthArstFlopShare_pct 0 \
    setup_ws_ns 1.17 \
    cp-end-kind "primary output" \
    path_max_fanout 13 \
    drtIter0Drc 2533 \
    finalCritPeriodShare_pct 88.0 \
    max_cap_violations 0 \
    rows 66 \
    min_path_type "reg -> reg" \
    grt-ovfl-total 0 \
    critPathKind "reg -> out" \
    drtPass1Iterations 9 \
    cts_made_buffers 5 \
    crit_chain "ha_1, nand3_1, o41ai_1, nand3_1, nor4_1, nand3_1, nor4_2, a21oi_1, nor3b_1, or4_1, o41ai_2, nand4_1, clkdlybuf4s50_1" \
    cpMostUsedCell "nand3_1" \
    drtAntennaViolNets 0 \
    final_cell_mix "nor2_1 (231), nand2_1 (194), a21oi_1 (135)" \
    slew_headroom_pct 22.0 \
    layout-drive-gt1-share_pct 7.77 \
    setup_violations 0 \
    area_growth_pct 7.01 \
    busiest_layer "met2" \
    period_minus_slack_ns 8.63 \
    cts_resized 0 \
    synth.cell_area_mm2 0.0133 \
    warning_count 114 \
    critPathMaxStageDelay_ns 1.20 \
    h-tree-depth 2 \
    place_worst_setup_slack_ns 1.63 \
    remaining_drc_errors 0 \
    hold_violations 0 \
    numSynthFlops 34 \
    grt_pass1_wl_um 115000 \
    synth_cell_type_count 96 \
    rsz0062_at_grt "no" \
    skew_ns 0.000463 \
    top_cells_by_area "ha_1 (9.2%), xnor2_1 (7.8%), nor2_1 (6.5%), nand2_1 (5.5%), a21oi_1 (5.1%)" \
    synthFlopType "dfxtp_1" \
    io_pins 64 \
    clkTransAtPathRegs_ns 0.04 \
    initial_utilization_pct 40.8 \
    yosysTopAreaCell "ha_1" \
    vias 17970 \
    syn_inst 2057 \
    post-synth-top-area-fraction_pct 9.21 \
    critPathSlowestCell "o41ai_1" \
    core-area_mm2 0.0326 \
    hold_slack_ns 0.532 \
    slew_viol_final 0 \
    hpwl_um 58700 \
    synth-edff-count 1 \
    tritoncts "built" \
    portBuffers 28 \
    syn_avg_cell_area_um2 6.47 \
    power_density_mw_per_mm2 44.5 \
    ys_chip_area_mm2 0.0133 \
    p_leak_nw 4.86 \
    use_met2_pct 69.3 \
    grtUsageTotal_pct 48.0 \
    die_x_um 184 \
    clock-sinks 34 \
    yosysSeqAreaShare_pct 5.19 \
    max-vdd-ir-drop_v 0.0000812 \
    grt_pass1_vias 16103 \
    post_cts_buffers 0 \
    vias_per_cell 7.32 \
    ys_cells 2057 \
    hold_buffers 0 \
    clock.fmax_mhz 116 \
    clock_latency_ns 0.25 \
    mostFrequentLayoutCell "nor2_1" \
    die_area_mm2 0.0340 \
    p_total_w 0.000634 \
    routed_wl_um 80600 \
    ys_warn_count 1 \
    die_h_um 184 \
    clockBufferDepth 2 \
    crit_arrival_ns 6.67 \
    fin_tns_setup_ns 0 \
    grtUsageMet3_pct 16.8 \
    worstMarginPinSlew_ns 1.15 \
    use_met1_pct 60.7 \
    wl_per_cell_um 32.8 \
    clock-root-buffer "clkbuf_16" \
    antenna_found_initial 3 \
    start_kind "flop" \
    gp_congestion 1.13 \
    status "complete, no violations" \
    grt_max_degree 41 \
    crit_required_ns 7.84 \
]
-- synthesized netlist by cell type (20+ instances only) --
cell type	instances
nor2b_1	30
xor2_1	40
buf_2	30
and3_1	21
nand2_1	194
nand3_1	92
a31oi_1	20
ha_1	98
nor3_1	87
and4_1	25
or3_1	20
inv_1	38
a21oi_1	135
xnor2_1	118
nor4_1	39
buf_1	26
a21o_1	28
o31ai_1	30
o21ai_0	121
nor2_1	231
o22ai_1	31
clkbuf_1	107
dfxtp_1	33
nand4_1	81
nand2b_1	20
-- per-stage QoR --
step / area, um^2 / util [%] / cells
CTS: 14200 / 43.6 / 2451
floorplan: 13300 / - / 2058
global route: 14200 / 43.6 / 2451
detailed placement: 14100 / 43.2 / 2443
global placement: 14100 / 43.2 / 2443
finish: 14200 / 43.7 / 2455
-- worst paths after layout --
kind	from	end	slack [ns]	cells after the start
hold reg to reg	CheckPositionY	CheckPositionY	0.53	2
setup / recovery	Position[3]	obj_R	1.17	13
hold / removal	CheckPositionY	CheckPositionY	0.53	2
setup reg to reg	Position[6]	Position[30]	6.41	9
-- metal layers --
layer  vias up  part of all wire [%]
li1       7687                     -
met1      8326                    37
met2      1583                    41
met3       374                    14
met4         0                   8.2
met5         -                     0
-- where the power goes --
part | switching [W] | internal [W]
combinational | 0.000232 | 0.000118
clock | 0.0000378 | 0.0000992
sequential | 0.00000537 | 0.000142
-- worst max-delay path, delay by kind of cell (launching register included) --
kind                       cells  cell delay [ns]
and+or+nand+nor                8             2.88
AOI/OAI and AO/OA              3             1.84
DFF                            1             0.74
adders and majority gates      1             0.48
buffers and inverters          1             0.47
-- sequential cells by signal, indices dropped and copies added (netlist names) --
register,cells
Position,32
Oncollision,1
CheckPositionY,1
-- layout make-up --
class,instances,area [um^2]
sequential,34,691
antenna,4,10.0
clock buffer,6,139
timing repair buffer,119,963
tap,442,553
fill,3434,18400
clock inverter,2,12.5
inverter,43,161
multi-input combinational,1805,11700
-- cell families (layout without fill, tap and decap cells) --
family | Yosys count | count (layout) | share of synthesized area, %
AOI/OAI and AO/OA | 594 | 594 | 30.0
xor gates and xnor gates | 158 | 158 | 10.4
adders and majority gates | 98 | 98 | 9.21
buffers and inverters | 219 | 170 | 6.91
DFF | 34 | 34 | 5.19
muxes | 20 | 20 | 1.59
other | 1 | 6 | 0.0282
and+or+nand+nor | 933 | 933 | 36.7
Power figures rest on the tool's default switching activity, not on a simulated workload.
