$ cat /design/flow/constraint.sdc
current_design Block2

set clk_period 7.2
set clk_io_pct 0.2

create_clock -name clk0 -period $clk_period [get_ports {clk}]

set non_clock_inputs [all_inputs -no_clocks]
set_input_delay [expr $clk_period * $clk_io_pct] -clock clk0 $non_clock_inputs
set_output_delay [expr $clk_period * $clk_io_pct] -clock clk0 [all_outputs]
$ cat /design/flow/design.v
`timescale 1ns / 1ps
module Block2(CounterX,CounterY,obj_R,obj_G,obj_B,clk,check,var1,check1,check2,check3,check4,Oncollision,CheckPositionY);
input [9:0] CounterX;
input [8:0] CounterY;
input [24:0]clk;
input check1,check2,check3,check4;
input [8:0]var1;
output reg obj_R,obj_G,obj_B,check,Oncollision,CheckPositionY;
integer Position,x;
initial begin Position = 0 ;x=-300; end
always @ (posedge clk[16])
begin
if (Position == 480) begin
		Position <= 0;
		CheckPositionY <= 1;
		end
else if(Position>=345 && Position <= 445)begin
		Oncollision <= 1;	 
		Position <= Position + 1;
	end	
else  begin
		Oncollision <= 0; 
		Position <= Position + 1;
		CheckPositionY <= 0;
end		
end
		wire Obs = check1 && (((CounterX>=113+0) && (CounterX <= 161+0) && (CounterY >= 302+Position-250+x) && (CounterY <= 318+Position-250+x) 
		              || (CounterX>=109+0) && (CounterX <= 113+0) && (CounterY >= 290+Position-250+x) && (CounterY <= 318+Position-250+x) 
		              || (CounterX>=161+0) && (CounterX <= 165+0) && (CounterY >= 290+Position-250+x) && (CounterY <= 318+Position-250+x) 
		              || (CounterX>=113+0) && (CounterX <= 161+0) && (CounterY >= 282+Position-250+x) && (CounterY <= 290+Position-250+x) 
		              || (CounterX>=93+0)  && (CounterX <= 109+0) && (CounterY >= 298+Position-250+x) && (CounterY <= 306+Position-250+x) 
		              || (CounterX>=97+0)  && (CounterX <= 109+0) && (CounterY >= 306+Position-250+x) && (CounterY <= 310+Position-250+x) 
		              || (CounterX>=101+0) && (CounterX <= 109+0) && (CounterY >= 310+Position-250+x) && (CounterY <= 314+Position-250+x) 
		              || (CounterX>=105+0) && (CounterX <= 109+0) && (CounterY >= 314+Position-250+x) && (CounterY <= 318+Position-250+x) 
		              || (CounterX>=165+0) && (CounterX <= 181+0) && (CounterY >= 298+Position-250+x) && (CounterY <= 306+Position-250+x) 
		              || (CounterX>=165+0) && (CounterX <= 177+0) && (CounterY >= 306+Position-250+x) && (CounterY <= 310+Position-250+x) 
		              || (CounterX>=165+0) && (CounterX <= 173+0) && (CounterY >= 310+Position-250+x) && (CounterY <= 314+Position-250+x) 
		              || (CounterX>=165+0) && (CounterX <= 169+0) && (CounterY >= 314+Position-250+x) && (CounterY <= 318+Position-250+x) 
		              || (CounterX>=105+0) && (CounterX <= 109+0) && (CounterY >= 294+Position-250+x) && (CounterY <= 298+Position-250+x) 
		              || (CounterX>=165+0) && (CounterX <= 169+0) && (CounterY >= 314+Position-250+x) && (CounterY <= 318+Position-250+x)
		              || (CounterX>=113+0) && (CounterX <= 117+0) && (CounterY >= 298+Position-250+x) && (CounterY <= 302+Position-250+x)  
		              || (CounterX>=157+0) && (CounterX <= 161+0) && (CounterY >= 298+Position-250+x) && (CounterY <= 302+Position-250+x) 
		              || (CounterX>=117+0) && (CounterX <= 157+0) && (CounterY >= 290+Position-250+x) && (CounterY <= 294+Position-250+x) 
		              || (CounterX>=117+0) && (CounterX <= 121+0) && (CounterY >= 274+Position-250+x) && (CounterY <= 282+Position-250+x) 
		              || (CounterX>=153+0) && (CounterX <= 157+0) && (CounterY >= 274+Position-250+x) && (CounterY <= 282+Position-250+x)
		              || (CounterX>=121+0) && (CounterX <= 125+0) && (CounterY >= 266+Position-250+x) && (CounterY <= 274+Position-250+x)
		              || (CounterX>=149+0) && (CounterX <= 153+0) && (CounterY >= 266+Position-250+x) && (CounterY <= 274+Position-250+x)
		              || (CounterX>=125+0) && (CounterX <= 149+0) && (CounterY >= 262+Position-250+x) && (CounterY <= 270+Position-250+x)
		              || (CounterX>=129+0) && (CounterX <= 145+0) && (CounterY >= 254+Position-250+x) && (CounterY <= 262+Position-250+x)
		            || (CounterX>=133+0) && (CounterX <= 141+0) && (CounterY >= 250+Position-250+x) && (CounterY <= 254+Position-250+x)));
		wire Obs1 = check2 && (((CounterX>=113+125) && (CounterX <= 161+125) && (CounterY >= 302+Position-250+x) && (CounterY <= 318+Position-250+x) 
		              || (CounterX>=109+125) && (CounterX <= 113+125) && (CounterY >= 290+Position-250+x) && (CounterY <= 318+Position-250+x) 
		              || (CounterX>=161+125) && (CounterX <= 165+125) && (CounterY >= 290+Position-250+x) && (CounterY <= 318+Position-250+x) 
		              || (CounterX>=113+125) && (CounterX <= 161+125) && (CounterY >= 282+Position-250+x) && (CounterY <= 290+Position-250+x) 
		              || (CounterX>=93+125)  && (CounterX <= 109+125) && (CounterY >= 298+Position-250+x) && (CounterY <= 306+Position-250+x) 
		              || (CounterX>=97+125)  && (CounterX <= 109+125) && (CounterY >= 306+Position-250+x) && (CounterY <= 310+Position-250+x) 
		              || (CounterX>=101+125) && (CounterX <= 109+125) && (CounterY >= 310+Position-250+x) && (CounterY <= 314+Position-250+x) 
		              || (CounterX>=105+125) && (CounterX <= 109+125) && (CounterY >= 314+Position-250+x) && (CounterY <= 318+Position-250+x) 
		              || (CounterX>=165+125) && (CounterX <= 181+125) && (CounterY >= 298+Position-250+x) && (CounterY <= 306+Position-250+x) 
		              || (CounterX>=165+125) && (CounterX <= 177+125) && (CounterY >= 306+Position-250+x) && (CounterY <= 310+Position-250+x) 
		              || (CounterX>=165+125) && (CounterX <= 173+125) && (CounterY >= 310+Position-250+x) && (CounterY <= 314+Position-250+x) 
		              || (CounterX>=165+125) && (CounterX <= 169+125) && (CounterY >= 314+Position-250+x) && (CounterY <= 318+Position-250+x) 
		              || (CounterX>=105+125) && (CounterX <= 109+125) && (CounterY >= 294+Position-250+x) && (CounterY <= 298+Position-250+x) 
		              || (CounterX>=165+125) && (CounterX <= 169+125) && (CounterY >= 314+Position-250+x) && (CounterY <= 318+Position-250+x)
		              || (CounterX>=157+125) && (CounterX <= 161+125) && (CounterY >= 298+Position-250+x) && (CounterY <= 302+Position-250+x) 
		              || (CounterX>=117+125) && (CounterX <= 157+125) && (CounterY >= 290+Position-250+x) && (CounterY <= 294+Position-250+x) 
		              || (CounterX>=117+125) && (CounterX <= 121+125) && (CounterY >= 274+Position-250+x) && (CounterY <= 282+Position-250+x) 
		              || (CounterX>=153+125) && (CounterX <= 157+125) && (CounterY >= 274+Position-250+x) && (CounterY <= 282+Position-250+x)
		              || (CounterX>=121+125) && (CounterX <= 125+125) && (CounterY >= 266+Position-250+x) && (CounterY <= 274+Position-250+x)
		              || (CounterX>=149+125) && (CounterX <= 153+125) && (CounterY >= 266+Position-250+x) && (CounterY <= 274+Position-250+x)
		              || (CounterX>=125+125) && (CounterX <= 149+125) && (CounterY >= 262+Position-250+x) && (CounterY <= 270+Position-250+x)
		              || (CounterX>=129+125) && (CounterX <= 145+125) && (CounterY >= 254+Position-250+x) && (CounterY <= 262+Position-250+x)
		            || (CounterX>=133+125) && (CounterX <= 141+125) && (CounterY >= 250+Position-250+x) && (CounterY <= 254+Position-250+x)));
		wire Obs2 = check3 && (((CounterX>=113+240) && (CounterX <= 161+240) && (CounterY >= 302+Position-250+x) && (CounterY <= 318+Position-250+x) 
		              || (CounterX>=109+240) && (CounterX <= 113+240) && (CounterY >= 290+Position-250+x) && (CounterY <= 318+Position-250+x) 
		              || (CounterX>=161+240) && (CounterX <= 165+240) && (CounterY >= 290+Position-250+x) && (CounterY <= 318+Position-250+x) 
		              || (CounterX>=113+240) && (CounterX <= 161+240) && (CounterY >= 282+Position-250+x) && (CounterY <= 290+Position-250+x) 
		              || (CounterX>=93+240)  && (CounterX <= 109+240) && (CounterY >= 298+Position-250+x) && (CounterY <= 306+Position-250+x) 
		              || (CounterX>=97+240)  && (CounterX <= 109+240) && (CounterY >= 306+Position-250+x) && (CounterY <= 310+Position-250+x) 
		              || (CounterX>=101+240) && (CounterX <= 109+240) && (CounterY >= 310+Position-250+x) && (CounterY <= 314+Position-250+x) 
		              || (CounterX>=105+240) && (CounterX <= 109+240) && (CounterY >= 314+Position-250+x) && (CounterY <= 318+Position-250+x) 
		              || (CounterX>=165+240) && (CounterX <= 181+240) && (CounterY >= 298+Position-250+x) && (CounterY <= 306+Position-250+x) 
		              || (CounterX>=165+240) && (CounterX <= 177+240) && (CounterY >= 306+Position-250+x) && (CounterY <= 310+Position-250+x) 
		              || (CounterX>=165+240) && (CounterX <= 173+240) && (CounterY >= 310+Position-250+x) && (CounterY <= 314+Position-250+x) 
		              || (CounterX>=165+240) && (CounterX <= 169+240) && (CounterY >= 314+Position-250+x) && (CounterY <= 318+Position-250+x) 
		              || (CounterX>=105+240) && (CounterX <= 109+240) && (CounterY >= 294+Position-250+x) && (CounterY <= 298+Position-250+x) 
		              || (CounterX>=165+240) && (CounterX <= 169+240) && (CounterY >= 314+Position-250+x) && (CounterY <= 318+Position-250+x)
		              || (CounterX>=113+240) && (CounterX <= 117+240) && (CounterY >= 298+Position-250+x) && (CounterY <= 302+Position-250+x)  
		              || (CounterX>=157+240) && (CounterX <= 161+240) && (CounterY >= 298+Position-250+x) && (CounterY <= 302+Position-250+x) 
		              || (CounterX>=117+240) && (CounterX <= 157+240) && (CounterY >= 290+Position-250+x) && (CounterY <= 294+Position-250+x) 
		              || (CounterX>=117+240) && (CounterX <= 121+240) && (CounterY >= 274+Position-250+x) && (CounterY <= 282+Position-250+x) 
		              || (CounterX>=153+240) && (CounterX <= 157+240) && (CounterY >= 274+Position-250+x) && (CounterY <= 282+Position-250+x)
		              || (CounterX>=121+240) && (CounterX <= 125+240) && (CounterY >= 266+Position-250+x) && (CounterY <= 274+Position-250+x)
		              || (CounterX>=149+240) && (CounterX <= 153+240) && (CounterY >= 266+Position-250+x) && (CounterY <= 274+Position-250+x)
		              || (CounterX>=125+240) && (CounterX <= 149+240) && (CounterY >= 262+Position-250+x) && (CounterY <= 270+Position-250+x)
		              || (CounterX>=129+240) && (CounterX <= 145+240) && (CounterY >= 254+Position-250+x) && (CounterY <= 262+Position-250+x)
		            || (CounterX>=133+240) && (CounterX <= 141+240) && (CounterY >= 250+Position-250+x) && (CounterY <= 254+Position-250+x)));				
		wire Obs3 = check4 && (((CounterX>=113+365) && (CounterX <= 161+365) && (CounterY >= 302+Position-250+x) && (CounterY <= 318+Position-250+x) 
		              || (CounterX>=109+365) && (CounterX <= 113+365) && (CounterY >= 290+Position-250+x) && (CounterY <= 318+Position-250+x) 
		              || (CounterX>=161+365) && (CounterX <= 165+365) && (CounterY >= 290+Position-250+x) && (CounterY <= 318+Position-250+x) 
		              || (CounterX>=113+365) && (CounterX <= 161+365) && (CounterY >= 282+Position-250+x) && (CounterY <= 290+Position-250+x) 
		              || (CounterX>=93+365)  && (CounterX <= 109+365) && (CounterY >= 298+Position-250+x) && (CounterY <= 306+Position-250+x) 
		              || (CounterX>=97+365)  && (CounterX <= 109+365) && (CounterY >= 306+Position-250+x) && (CounterY <= 310+Position-250+x) 
		              || (CounterX>=101+365) && (CounterX <= 109+365) && (CounterY >= 310+Position-250+x) && (CounterY <= 314+Position-250+x) 
		              || (CounterX>=105+365) && (CounterX <= 109+365) && (CounterY >= 314+Position-250+x) && (CounterY <= 318+Position-250+x) 
		              || (CounterX>=165+365) && (CounterX <= 181+365) && (CounterY >= 298+Position-250+x) && (CounterY <= 306+Position-250+x) 
		              || (CounterX>=165+365) && (CounterX <= 177+365) && (CounterY >= 306+Position-250+x) && (CounterY <= 310+Position-250+x) 
		              || (CounterX>=165+365) && (CounterX <= 173+365) && (CounterY >= 310+Position-250+x) && (CounterY <= 314+Position-250+x) 
		              || (CounterX>=165+365) && (CounterX <= 169+365) && (CounterY >= 314+Position-250+x) && (CounterY <= 318+Position-250+x) 
		              || (CounterX>=105+365) && (CounterX <= 109+365) && (CounterY >= 294+Position-250+x) && (CounterY <= 298+Position-250+x) 
		              || (CounterX>=165+365) && (CounterX <= 169+365) && (CounterY >= 314+Position-250+x) && (CounterY <= 318+Position-250+x)
		              || (CounterX>=113+365) && (CounterX <= 117+365) && (CounterY >= 298+Position-250+x) && (CounterY <= 302+Position-250+x)  
		              || (CounterX>=157+365) && (CounterX <= 161+365) && (CounterY >= 298+Position-250+x) && (CounterY <= 302+Position-250+x) 
		              || (CounterX>=117+365) && (CounterX <= 157+365) && (CounterY >= 290+Position-250+x) && (CounterY <= 294+Position-250+x) 
		              || (CounterX>=117+365) && (CounterX <= 121+365) && (CounterY >= 274+Position-250+x) && (CounterY <= 282+Position-250+x) 
		              || (CounterX>=153+365) && (CounterX <= 157+365) && (CounterY >= 274+Position-250+x) && (CounterY <= 282+Position-250+x)
		              || (CounterX>=121+365) && (CounterX <= 125+365) && (CounterY >= 266+Position-250+x) && (CounterY <= 274+Position-250+x)
		              || (CounterX>=149+365) && (CounterX <= 153+365) && (CounterY >= 266+Position-250+x) && (CounterY <= 274+Position-250+x)
		              || (CounterX>=125+365) && (CounterX <= 149+365) && (CounterY >= 262+Position-250+x) && (CounterY <= 270+Position-250+x)
		              || (CounterX>=129+365) && (CounterX <= 145+365) && (CounterY >= 254+Position-250+x) && (CounterY <= 262+Position-250+x)
		            || (CounterX>=133+365) && (CounterX <= 141+365) && (CounterY >= 250+Position-250+x) && (CounterY <= 254+Position-250+x)));				
always @(clk)
begin 
		obj_R = Obs2 | Obs | Obs1 | Obs3;
		obj_G = 0;
		obj_B = 0 ;
		check= obj_R|obj_G|obj_B;
end
endmodule
$ cat /design/flow/config.mk
export PLATFORM = sky130hd
export DESIGN_NAME = Block2
export DESIGN_NICKNAME = Block2
export VERILOG_FILES = /design/flow/design.v
export SDC_FILE = /design/flow/constraint.sdc
export NUM_CORES = 4
export LEC_CHECK = 1
export CORE_UTILIZATION = 30
$ cat /design/flow/run.sh
#!/bin/bash
# OpenROAD 26Q1-2900-gdf79404cd8, Yosys 0.63+post, stock flow scripts
make -C /OpenROAD-flow-scripts/flow DESIGN_CONFIG=/design/flow/config.mk WORK_HOME=/design/flow/orfs finish
==> ci_impl_report.md <==
### Flow metrics

| Metric | Value |
|---|---|
| Startpoint types | `register` |
| Mapped Cells | `1921` |
| Fillers | `4409` |
| Fmax | `143.3 MHz` |
| #FFs+latches synth | `34` |
| Die width | `206.9 um` |
| Ys cells | `1921` |
| Hold Startpoint | `CheckPositionY` |
| DP HPWL | `64960 um` |
| TritonCTS Buffers | `5` |
| Vias in the first global route | `16010` |
| Fin. max-slew vios | `0` |
| Vias after detailed routing | `17210` |
| Die Height | `206.9 um` |
| PwrDens | `39.40 nW/um^2` |
| Synthesized area | `12600 um^2` |
| Per-cell routed wire length | `31.01 um` |
| Final Hold Viols | `0` |
| Initial antenna violation count | `0` |
| Final setup viols | `0` |
| Hold depth | `2` |
| First-pass GRT wire length | `116500 um` |
| Largest net degree at the start of global routing | `33` |
| Clk slew on worst S/H paths | `0.04 ns` |
| Setup Skew | `0.0003873 ns` |
| Final WS setup | `0.2235 ns` |
| # H-tree levels | `2` |
| Rows | `74` |
| Yosys chip area | `12600 um^2` |
| Detailed Route Iter0 Violations | `2019` |
| GRT Util Overall | `0.3867` |
| Gr ovfl total | `0` |
| Max layer used | `met4` |
| HP Class | `register to register` |
| Core area | `41110 um^2` |
| Critical Path AT | `5.54 ns` |
| R2R Path Start | `Position[5]` |
| Hold EP | `CheckPositionY` |
| Number of OpenROAD warnings | `129` |
| Met3 wire len | `8359 um` |
| Dominant flop cell | `dfxtp_1` |
| RSZ-0062 raised after global routing | `false` |
| Slew @ Worst Pin | `0.9408 ns` |
| DRT Pass-1 Iters | `8` |
| Die area | `42810 um^2` |
| Initial Util | `0.3064` |
| Outcome | `finished, final reports clean` |
| TNS Setup | `0 ns` |
| Worst path required time | `5.76 ns` |
| I/O pins | `63` |
| CTS root buf | `clkbuf_16` |
| Reg2Reg Capture Point | `Position[31]` |
| Max clock buf depth | `2` |
| Vias per cell | `6.498` |
| CTS Sinks | `34` |
| Layout cell share with drive strength beyond 1 | `0.1863` |
| Most instantiated logic cell after routing | `buf_4` |
| Part of the Yosys area used for sequential elements | `0.05483` |
| Depth of the most critical reg-to-reg path | `10` |
| DP Worst Slack | `0.05502 ns` |
| Post-DRT Antenna Nets | `0` |
| CTS Hold Bufs | `0` |
| Skew-Pair Late Insertion Delay | `0.25 ns` |
| Peak VDD IR | `0.1104 mV` |
| Fin crit period | `6.977 ns` |
| Synth Warn # | `1` |
| P&R area growth vs syn | `24.16%` |
| Number of flops mapped to enable cells by yosys | `1` |
| Drt drc | `0` |
| Netlist cell types | `99` |
| Slew headroom | `0.3646` |
| TritonCTS clock tree | `built` |
| Leakage power | `0.005947 uW` |
| RePlAce Congestion | `1.055` |
| Max-Cap Viols | `0` |
| DRT met1 WL | `34830 um` |
| Routed met2 length | `34110 um` |
| Port Buffer Count | `27` |
| CP endpoint kind | `output pin` |
| Most frequent cells in the layout | `buf_4 (311), nor2_1 (182), nand2_1 (160)` |
| Post-route clock period utilization | `0.9690` |
| Crit Path Category | `register to output pin` |
| Flop2flop setup slack | `4.00 ns` |
| Hold Slack | `0.4524 ns` |
| Asr flop ratio synth | `0` |
| Drt total wl | `82120 um` |
| Mean Syn Cell Area | `6.558 um^2` |
| CP Max Fanout | `15` |
## worst max path at each step
stage | startpoint | endpoint | cells after the start
6_report | Position[12] | check | 18
5_1_grt | CounterY[0] | obj_R | 18
4_1_cts | CounterY[1] | check | 17
## where the power goes
group	switching [uW]	internal, uW
Clock	48.3	155
Combinational	140	83.6
Sequential	0	189
Total	189	428
## worst max-delay path: stages (launching register included)
cell and delay [ns]:
dfxtp_1 0.53, buf_4 0.35, nor4_4 0.15, buf_4 0.30
nand4_4 0.27, a221oi_1 0.38, buf_4 0.19, nand3_1 0.15
nor4_1 0.66, buf_4 0.23, and3_1 0.22, nor4_1 0.10
a2111oi_4 0.33, nand4_1 0.16, o41ai_2 0.39, buf_4 0.16
nand4b_1 0.11, buf_4 0.18, clkdlybuf4s50_1 0.39
## cells in the mapped netlist, types with 29 or more instances
| library cell | n | area (um^2) |
|---|---|---|
| nor4_1 | 40 | 250.2 |
| nand3_1 | 82 | 410.4 |
| clkbuf_1 | 104 | 390.4 |
| ha_1 | 99 | 1239 |
| nand2_1 | 160 | 600.6 |
| nand4_1 | 59 | 369.1 |
| inv_1 | 38 | 142.6 |
| buf_2 | 29 | 145.1 |
| nor2_1 | 182 | 683.2 |
| dfxtp_1 | 33 | 660.6 |
| a21oi_1 | 130 | 650.6 |
| xor2_1 | 33 | 289.0 |
| and3_1 | 30 | 187.7 |
| xnor2_1 | 137 | 1200 |
| nor3_1 | 83 | 415.4 |
| nor2b_1 | 30 | 187.7 |
| o21ai_0 | 136 | 680.7 |
## registers in the layout (all words and copies together), names as in the netlist
name	count
Position	32
Oncollision	1
CheckPositionY	1
## cell type report
| class | instances | area (um^2) | share of cell area |
|---|---|---|---|
| multi-input combinational | 1682 | 11190 | 0.7154 |
| antenna | 1 | 2.502 | 0.0001600 |
| inverter | 47 | 176.4 | 0.01128 |
| tap | 532 | 665.6 | 0.04256 |
| sequential | 34 | 694.4 | 0.04440 |
| clock buffer | 7 | 163.9 | 0.01048 |
| timing repair buffer | 345 | 2749 | 0.1758 |
## per-layer routing
| metal | vias to the layer above | track usage |
|---|---|---|
| li1 | 7635 | - |
| met1 | 8185 | 0.5460 |
| met2 | 1126 | 0.5664 |
| met3 | 260 | 0.07792 |
| met4 | 0 | 0.1728 |
| met5 | - | 0 |
## repair_timing
item	in CTS	in global routing
resized	1	26
pin swaps	0	8
buffers inserted	0	0
endpoints found under the setup margin	2	2
## logic make-up after synthesis
kind of cell | after synthesis | share of synthesized area
AND/OR/NAND/NOR | 841 | 0.3596
XOR/XNOR | 170 | 0.1182
adder cells (fa/ha/maj) | 99 | 0.09833
multiplexers | 6 | 0.004867
flip-flops | 34 | 0.05483
AND-OR/OR-AND | 564 | 0.2970
other | 1 | 0.0002977
buffers and inverters | 206 | 0.06694
## per-stage QoR
| step | util | instances | cell area [um^2] | total power (uW) |
|---|---|---|---|---|
| after floorplan | - | 1922 | 12600 | 304.9 |
| after global placement | 0.3730 | 2639 | 15330 | 412.9 |
| after detailed placement | 0.3733 | 2640 | 15350 | 407.2 |
| after CTS | 0.3773 | 2647 | 15510 | 660.5 |
| after global routing | 0.3804 | 2647 | 15640 | 688.4 |
| final | 0.3804 | 2648 | 15640 | 616.3 |
Power and IR drop assume default switching activity.
